--- design.v ---
module physics (x, y, collided_object, move_right, move_left, jump, upC, downC, leftC, rightC , go, clk, reset, initialize);
    input logic clk;
	parameter signed gravity = 1; 
	parameter movespeed = 2;
	parameter signed char_height = 20;
	parameter signed char_width = 10;
	input logic reset, initialize;
	logic [3:0] gravity_delay;
	logic [3:0] next_gravity_delay;
	logic signed [7:0] currentVelocity_y;
	logic signed [7:0] nextVelocity_y;
	output logic signed [10:0] x;
	output logic signed [9:0] y;
	input logic [43:0] collided_object;
	logic signed [10:0] nx, send_x;
	logic signed [9:0] ny, send_y;
	input logic move_right, move_left, jump, upC, downC, leftC, rightC, go;
	always_comb begin
	   next_gravity_delay = 0;
	   if (!downC) next_gravity_delay = gravity_delay+1'b1;
		nextVelocity_y = currentVelocity_y;
		if ((currentVelocity_y<6)&(&gravity_delay))
			nextVelocity_y = currentVelocity_y+gravity;
		ny=y+currentVelocity_y;
		nx=x;
		if (downC) begin 
			nextVelocity_y=0;
			ny=collided_object[32:22]-(1'b1+char_height);
			if (jump) begin 
			   nextVelocity_y=(-3);
			   ny=collided_object[32:22]-(2'd2+char_height);
			end
		end
		if (upC) begin 
			nextVelocity_y=2;
			ny=collided_object[10:0]+2'd2;
		end
		if (leftC) begin
			nx=collided_object[21:11]+1'b1;
		end
		if (rightC) begin
			nx=collided_object[43:33]-(1'b1+char_width);
		end
		if (move_left&!leftC) nx = x-movespeed;
		if (move_right&!rightC) nx = x+movespeed;
	end
	always_ff @(posedge go) begin
	   gravity_delay<=next_gravity_delay;
		currentVelocity_y<=nextVelocity_y;
		send_x<=nx;
		send_y<=ny;
		if (reset|initialize) begin
			gravity_delay<=0;
			currentVelocity_y<=0;
			send_x<=30;
			send_y<=50;
		end
	end	
	always_ff @(posedge clk) begin
		x<=send_x;
		y<=send_y;
		if (reset|initialize) begin
			x<=30;
			y<=50;
		end
	end
endmodule 
--- run.sh ---
#!/bin/bash
# OpenROAD 26Q1-2900-gdf79404cd8, Yosys 0.63+post, stock flow scripts
make -C /OpenROAD-flow-scripts/flow DESIGN_CONFIG=/design/flow/config.mk WORK_HOME=/design/flow/orfs finish
--- config.mk ---
export PLATFORM = sky130hd
export DESIGN_NAME = physics
export DESIGN_NICKNAME = physics
export VERILOG_FILES = /design/flow/design.v
export SDC_FILE = /design/flow/constraint.sdc
export NUM_CORES = 4
export LEC_CHECK = 1
export CORE_UTILIZATION = 50
--- constraint.sdc ---
current_design physics

set clk_period 1.4
set clk_io_pct 0.2

create_clock -name clk0 -period $clk_period [get_ports {clk}]
create_clock -name clk1 -period $clk_period [get_ports {go}]

set non_clock_inputs [all_inputs -no_clocks]
set_input_delay [expr $clk_period * $clk_io_pct] -clock clk0 $non_clock_inputs
set_output_delay [expr $clk_period * $clk_io_pct] -clock clk0 [all_outputs]
==> results.json <==
{
  "outcome": "finished with violations",
  "violations": "setup timing",
  "routedWlPerCell_um": 28.55,
  "dp_hpwl_um": 8411,
  "setup_violations": 39,
  "antenna_left": 0,
  "avgSynthCellArea_um2": 8.204,
  "area_growth_pct": 81.89,
  "hold_viol_final": 0,
  "yosysSeqAreaShare": 0.3008,
  "path_class": "reg2reg",
  "most-common-layout-cells": "buf_4 (127), buf_6 (36), clkdlybuf4s50_1 (35)",
  "rsz0062_at_grt": "yes",
  "yosys_cells": 438,
  "cp-endpoint": "currentVelocity_y[5]",
  "drive_above_1_share": 0.4715,
  "antenna_found_initial": 1,
  "grt_first_pass_wirelength_um": 23410,
  "synthCells": 438,
  "avgViaCountPerCell": 6.870,
  "clock-sinks": 54,
  "initial_core_util": 0.5231,
  "die_y_um": 86.78,
  "warnings": 35,
  "routed-via-count": 5242,
  "synth_flops": 54,
  "drt-pass1-iter-count": 9,
  "clkSlewWorstSetupHoldPaths_ns": 0.08,
  "final_area_um2": 6536,
  "finalPower_uw": 4411,
  "cap_violations": 0,
  "initialDrtViolationCount": 938,
  "track_usage": 0.4313,
  "num_rows": 30,
  "fin_cells": 763,
  "hp-class": "reg2reg",
  "setup_ws_ns": -0.9574,
  "dp_slack_ns": -0.8133,
  "ir_drop_mv": 0.5781,
  "ys_types": 59,
  "relSlewSlack": 0.3511,
  "grt_pass1_vias": 4354,
  "core_area_um2": 6869,
  "crit_start": "currentVelocity_y[5]",
  "dp_cells": 700,
  "die_w_um": 86.78,
  "required_ns": 1.54,
  "finalWirelength_um": 21780,
  "reg2reg_slack_ns": -0.96,
  "cp.arrival_ns": 2.50,
  "p_leak_uw": 0.002806,
  "yosysWarnings": 1,
  "grt_max_degree": 19,
  "use_met1": 0.6207,
  "grt_use_met3": 0.2174,
  "tightest_slew_ns": 0.9691,
  "dpl_cell_area_um2": 5354,
  "met2_usage": 0.5613,
  "gp_congestion": 0.9401,
  "ioPinCount": 76,
  "dieArea_um2": 7530,
  "worst-r2r-cell-count": 8,
  "powerDensity_nw_per_um2": 674.8,
  "cp-start-kind": "flip-flop",
  "portBuffers": 72,
  "clock_skew_ns": 0.008120,
  "drv_slew": 0,
  "layout_top_cell": "buf_4",
  "synthesis.area_um2": 3593,
  "synth-edff-count": 0,
  "tritoncts": "yes",
  "yosys_area_um2": 3593,
  "flop_cell": "dfxtp_1",
  "async_flop_share": 0,
  "top_usage_layer": "met1",
  "rr_endpoint": "currentVelocity_y[5]",
  "r2r-start": "currentVelocity_y[5]",
  "drc": 0,
  "cp_max_fo": 6,
  "cp-end-kind": "flip-flop",
  "globalRouteOverflowTotal": 0
}
-- timing repair --
action	CTS	global route
pin swaps	63	58
resized	155	85
hold buffers	0	0
cloned	1	0
setup buffers	31	23
endpoints found under the setup margin	45	33
endpoints found under the hold margin	0	0
-- logic make-up (layout without fill, tap and decap cells) --
group	count (synthesis)	in the layout	synth area share
mux	4	4	0.01149
flops	54	54	0.3008
xor+xnor	58	58	0.1414
buf+inv	34	262	0.03865
simple gates	149	149	0.2208
compound gates	119	119	0.2152
fa+ha+maj	20	20	0.07173
other cells	0	1	0
-- synth_stat cells, drive strengths merged, types with 3 or more instances --
master  instances  area share
o221ai          5       0.012
a21oi          39       0.055
nor4            5       0.013
nand3          14       0.019
nand2          30       0.031
mux2i           3      0.0084
a31oi           6       0.010
o211ai          4      0.0084
dfxtp          54        0.30
a21o            6       0.013
and4            3      0.0073
o22ai           4      0.0070
a221oi          5       0.012
nand2b          3      0.0052
xor2           29       0.071
nand4          11       0.019
a211oi          6       0.013
clkbuf         19       0.020
ha             19       0.066
nor3           10       0.015
buf             4      0.0073
o21ai          23       0.032
nor2b           3      0.0052
nor2           33       0.035
inv            11       0.011
xnor2          29       0.071
and3            4      0.0070
and2           16       0.028
or3            13       0.025
-- flip-flops by register name, indices dropped and copies added, names as in the netlist --
signal,flops
currentVelocity_y,8
y,10
x,11
gravity_delay,4
send_x,11
send_y,10
-- per-layer routing --
layer | share of wire | wire length [µm] | vias to the layer above
li1 | - | - | 2045
met1 | 0.36 | 7786 | 2341
met2 | 0.36 | 7941 | 627
met3 | 0.18 | 3961 | 223
met4 | 0.092 | 1997 | 6
met5 | 0.0043 | 93 | -
-- where the power goes --
part           internal, µW  switching (µW)  total [µW]
clock network           911             614        1530
logic                   602             677        1280
registers              1570            38.7        1610
-- final cells by class --
cell class	instances	area, µm²
Fill cell	175	332.8
Antenna cell	1	2.502
Inverter	11	46.29
Tap cell	96	120.1
Clock buffer	9	113.9
Timing Repair Buffer	239	2098
Sequential cell	54	1145
Clock inverter	3	65.06
Multi-Input combinational cell	350	2945
-- worst max-delay path: stages, from the launching register on --
cell and delay [ns]:
dfxtp_2 0.37, buf_4 0.19, nor4_4 0.34, a21oi_2 0.13, nor2_2 0.20, buf_6 0.17, nand4_1 0.29, xor2_2 0.37
a21oi_2 0.12
-- worst min path at each step --
stage	startpoint	endpoint	depth (start not counted)
global route	send_x[2]	x[2]	1
finish	send_y[5]	y[5]	1
CTS	collided_object[33]	send_x[0]	4
-- stage by stage --
step | hold slack (ns) | utilization | TNS [ns]
6_report | 0.4377 | 0.9515 | -13.05
3_3_place_gp | 0.3871 | 0.7794 | -15.13
5_1_grt | 0.4566 | 0.9512 | -12.65
3_5_place_dp | 0.3974 | 0.7794 | -16.41
4_1_cts | 0.4317 | 0.8852 | -4.311
2_1_floorplan | 0.3822 | - | -2.581
Power figures rest on the tool's default switching activity, not on a simulated workload.
